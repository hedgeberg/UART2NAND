[flow/design.v]
module shift_register(in, out, clk, en, clr); 
	parameter DEPTH = 9;  
	input in;
	output reg [DEPTH-1:0] out;
	input clk, en, clr;
	initial begin
		out = 0;
	end
	always @(posedge clk) begin
		if(clr == 1'b1) begin
			out <= 0;
		end 
		else if(en == 1'b1) begin
			out <= (out << 1);
			out[0] <= in;
		end
	end
endmodule
module up_counter(en, clr, count, clk);
	parameter WIDTH = 8;
	parameter MAX = (1 << WIDTH) - 1;
	input en, clr, clk;
	(* KEEP = "TRUE"*) 
	output reg [WIDTH-1:0] count;
	initial begin 
		count = 0;
	end
	always @(posedge clk) begin
		if(clr) begin
			count <= 0;
		end
		else if(en && (count < MAX)) begin
 			count <= count + 1;
		end
	end
endmodule
module glitch_filter(in, out, clk);
	parameter filter_cycles = 5;
	input in, clk;
	output reg out;
	reg [filter_cycles - 1 : 0] filter;
	initial begin 
		filter = 0;
		out = 0;
	end 
	always @(posedge clk) begin 
		filter <= (filter << 1) | in;
		if((& filter) == 1) out <= 1;
		else if((| filter) == 0) out <= 0;
	end
endmodule  
module i2c_listen(sda_glitched, sda_out, scl_glitched, sysclk, byte_ready, sop, eot, 
				   scl_posedge, sda_posedge, sda_negedge);
	parameter I2C_WIDTH = 8 + 1; 
	input sda_glitched, scl_glitched, sysclk;
	output reg [I2C_WIDTH-1:0] sda_out;
	wire sda_in, scl;
	assign scl = scl_glitched;
	assign sda_in = sda_glitched;
	initial begin
		sda_out = 0;
	end
	output reg byte_ready, sop, eot;
	reg cnt_clr, cnt_en;
	reg shift_en;
	wire [7:0] count;
	wire [8:0] shift_out;
	up_counter counter(cnt_en, cnt_clr, count, sysclk);
	shift_register shift(sda_in, shift_out, sysclk,
						 shift_en, 1'b0);
	reg [2:0] state;
	parameter bus_init_wait = 0, wait_for_SOP = 1, SOP_caught = 2, sample_wait = 3, 
			  sampling = 4, end_of_byte = 5, EOT_caught = 6;
	reg prev_sda_0, prev_scl_0;
	output reg scl_posedge, sda_negedge, sda_posedge;
	initial begin
		prev_sda_0 = 0;  
		prev_scl_0 = 0;  
	end
	always @(posedge sysclk) begin
		sda_posedge <= sda_in & ~(prev_sda_0);
		sda_negedge <= ~(sda_in) & ( prev_sda_0);
		scl_posedge <= scl & ~(prev_scl_0);
		prev_scl_0 <= scl;
		prev_sda_0 <= sda_in;
	end
	reg prev_sda_old, prev_scl_old;
	initial begin
		state = bus_init_wait;
		prev_sda_old = 0; prev_scl_old = 0;
		scl_posedge = 0; sda_posedge = 0; sda_negedge = 0;
	end
	always @(posedge sysclk) begin
		case(state)
			bus_init_wait: begin
				if((sda_in == 1'b1) && (scl == 1'b1)) state <= wait_for_SOP;
				else state <= bus_init_wait;
			end
			wait_for_SOP: begin
				if((sda_in == 1'b0) && (scl == 1'b1)) state <= SOP_caught;
				else state <= wait_for_SOP;
			end
			SOP_caught: state <= sample_wait;
			sample_wait: begin
				if ((scl == 1'b1) && sda_posedge) state <= EOT_caught;
				else if((scl == 1'b1) && sda_negedge) state <= SOP_caught;
				else if(scl_posedge) state <= sampling;
				else state <= sample_wait;
			end
			sampling: begin
				if(count == (I2C_WIDTH-1)) state <= end_of_byte;
				else state <= sample_wait;
			end
			end_of_byte: begin 
				sda_out <= shift_out;
				state <= sample_wait;
			end
			EOT_caught: state <= wait_for_SOP;
		endcase 
		prev_scl_old <= scl;
		prev_sda_old <= sda_in;
	end
	always @* begin
		if(state == end_of_byte) byte_ready = 1'b1;
		else byte_ready = 1'b0;
		if(state == sampling) cnt_en = 1'b1;
		else cnt_en = 1'b0;
		if(state == sampling) shift_en = 1'b1;
		else shift_en = 1'b0;
		if((state == SOP_caught) || (state == end_of_byte)) cnt_clr = 1'b1;
		else cnt_clr = 1'b0;
		if(state == SOP_caught) sop = 1'b1;
		else sop = 1'b0;
		if(state == EOT_caught) eot = 1'b1;
		else eot = 1'b0;	
	end
endmodule
[flow/run.sh]
#!/bin/bash
# OpenROAD 26Q1-2900-gdf79404cd8, Yosys 0.63+post, stock flow scripts
make -C /OpenROAD-flow-scripts/flow DESIGN_CONFIG=/design/flow/config.mk WORK_HOME=/design/flow/orfs finish
[flow/config.mk]
export PLATFORM = sky130hd
export DESIGN_NAME = i2c_listen
export DESIGN_NICKNAME = i2c_listen
export VERILOG_FILES = /design/flow/design.v
export SDC_FILE = /design/flow/constraint.sdc
export NUM_CORES = 4
export LEC_CHECK = 1
export CORE_AREA = 10 10 96 96
export DIE_AREA = 0 0 106 106
[flow/constraint.sdc]
current_design i2c_listen

set clk_period 3.7
set clk_io_pct 0.2

create_clock -name clk0 -period $clk_period [get_ports {sysclk}]

set non_clock_inputs [all_inputs -no_clocks]
set_input_delay [expr $clk_period * $clk_io_pct] -clock clk0 $non_clock_inputs
set_output_delay [expr $clk_period * $clk_io_pct] -clock clk0 [all_outputs]
==> results.yml <==
# physical design summary
final_timing:
  skew_ns: 0.00246
  hold_viol_final: 0
  fin_crit_sh: 0.748
  fmax_ghz: 0.361
  setup_slack_ns: 0.933
  rsz0062_at_grt: "no"
  slew_headroom: 0.531
  worstMarginPinSlew_ns: 0.702
  setup_viol: 0
  setup_tns_ns: 0
  slew_violations: 0
  period_minus_slack_ns: 2.77
route:
  totalWireLength_mm: 2.24
  num_antenna_cells: 0
  via_per_inst: 3.68
  post_drt_wl_per_cell_um: 10.0
  ant_nets: 0
  drtPass1Iterations: 4
  initialDrtViolationCount: 44
  drc: 0
  vias: 820
grt:
  grt_start_max_net_pins: 15
  overflow: 0
  track_usage: 0.0399
  grt_pass1_wl_mm: 3.82
  antenna_found_initial: 0
  grt_pass1_vias: 805
worst_hold_path:
  min_to: "scl_posedge"
  hold_path.class: "flip-flop to flip-flop"
  worstHoldStart: "prev_scl_0"
  hold-path-cell-count: 1
cells_and_area:
  fin_cells: 223
  nFillCells: 761
  drive_gt1_frac: 0.0968
  area_delta_synth_final_pct: 29.9
  layout_top_cell: "edfxtp_1"
  lay_top_cells: "21 x edfxtp_1, 17 x clkdlybuf4s50_1, 13 x dfxtp_1"
critical_path:
  path_max_fanout: 11
  critPathKind: "flip-flop to output port"
  cp-start-kind: "flip-flop"
  path_delay_family: "simple AND/OR/NAND/NOR gates"
  crit_path_top_delay_cell: "clkdlybuf4s50_1"
  worst-path-buf-inv: 1
  crit_chain: "nor2b_1, and2_1, clkdlybuf4s50_1"
  timing.rr.start: "state[0]"
  required_ns: 2.96
  cp.arrival_ns: 2.03
  ff2ff_path_depth: 4
  cp_slowest_stage_delay_ns: 0.56
  r2r_slack_ns: 1.73
  r2r-end: "counter.count[7]"
  endpoint_kind: "output port"
power_and_ir_drop:
  p_switching_w: 0.000259
  peakVddDrop_uv: 170
  clkPwrFrac: 0.373
  intPower_w: 0.000821
  swShare: 0.240
  finalPower_w: 0.00108
  combinationalPowerShare: 0.154
  power_density_nw_per_um2: 619
  seqPwrFrac: 0.473
  p_leak_nw: 0.593
synth:
  edf_count: 21
  yosys_area_um2: 1340
  synth_warnings: 3
  dominantRegCellSynth: "edfxtp_1"
  ys_async_sr_fraction: 0
  ys_cells: 103
  postSynthCellCount: 103
  synth_cell_type_count: 33
  ys_seq_share: 0.664
  syn_avg_cell_area_um2: 13.0
  yosys_register_bits: 34
  netlist_area_um2: 1340
clock_tree:
  root_buffer: "clkbuf_8"
  cts.reportedPaths.clkPinSlew_ns: 0.07
  hold_buffers: 0
  cts.path.max_buffers: 2
  cts-resized-gates: 0
  htree_levels: 2
  post_cts_buffers: 0
  cts_tree: "yes"
  clock_latency_ns: 0.28
  cts_buffers: 5
  cts.sinks: 34
placed_design:
  port_buffers: 17
  place_inst: 215
  pre_cts_slack_ns: 1.22
  post-dp-hpwl_mm: 1.58
  globalplace.congestion: 0.809
floorplanning:
  row_count: 31
  core_um2: 7210
  die_w_um: 106
  io_pins: 18
  fp.dieH_um: 106
  fp_util: 0.186
  die-area_um2: 11200
job:
  tool_warnings: 26
  drv_cap: 0
status:
  outcome: "complete, no violations"
[sequential cells by signal, indices dropped and copies added (netlist names)]
register,count
sda_posedge,1
prev_sda_0,1
scl_posedge,1
shift.out,9
counter.count,8
state,3
sda_negedge,1
prev_scl_0,1
sda_out,9
[power by group through the flow]
| stage | registers [W] | clock network, W | logic, W |
|---|---|---|---|
| global route | 0.000520 | 0.000431 | 0.000189 |
| CTS | 0.000511 | 0.000413 | 0.000171 |
| finish | 0.000511 | 0.000402 | 0.000166 |
[metal layers]
metal  GRT usage  part of all wire  routed length, um  vias up
met5           0                 0                  0        -
met4     0.00870             0.013                 29        0
li1            -                 -                  -      415
met1      0.0564              0.49               1100      383
met3      0.0183             0.075                168        2
met2      0.0552              0.42                941       20
[per-stage QoR]
step,instance area (um^2),hold slack [ns],utilization
6_report,1740,0.388,0.242
5_1_grt,1740,0.407,0.242
4_1_cts,1740,0.391,0.242
3_5_place_dp,1610,0.380,0.223
3_3_place_gp,1610,0.368,0.223
2_1_floorplan,1340,0.367,-
[worst max path at each step]
| stage | start | to | cells after the start |
|---|---|---|---|
| after global routing | state[1] | byte_ready | 3 |
| after CTS | state[1] | byte_ready | 3 |
| final | state[1] | byte_ready | 3 |
[final cells by class]
cell class	instances	area, um^2	share of cell area
repair buffers	17	170	0.0976
inverters	5	18.8	0.0108
multi-input cells	60	403	0.231
well taps	99	124	0.0710
flip-flops and latches	34	891	0.511
clock inverters	3	68.8	0.0395
clock buffers	5	68.8	0.0395
[cell usage after synthesis, types with 2 or more instances]
master / instances / area, um^2
dfxtp_1: 13 / 260
nor4b_1: 2 / 17.5
a21oi_1: 3 / 15.0
or3_1: 3 / 18.8
xor2_1: 4 / 35.0
buf_4: 2 / 15.0
and2_1: 2 / 12.5
nand4_1: 2 / 12.5
edfxtp_1: 21 / 631
nor2_1: 8 / 30.0
ha_1: 2 / 25.0
nand2_1: 5 / 18.8
inv_1: 5 / 18.8
and3_1: 2 / 12.5
nand3_1: 5 / 25.0
nor2b_1: 3 / 18.8
o21ai_0: 4 / 20.0
a31oi_1: 2 / 12.5
[logic make-up after synthesis]
logic type | Yosys count | synth area share
and+or+nand+nor | 35 | 0.146
DFF | 34 | 0.664
AOI/OAI and AO/OA | 17 | 0.0951
buffers and inverters | 9 | 0.0363
xor gates and xnor gates | 5 | 0.0326
adders and majority gates | 2 | 0.0186
muxes | 1 | 0.00746
